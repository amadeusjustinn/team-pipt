### /design/flow/config.mk
export PLATFORM = sky130hd
export DESIGN_NAME = regfile_trans
export DESIGN_NICKNAME = regfile_trans
export VERILOG_FILES = /design/flow/design.v
export SDC_FILE = /design/flow/constraint.sdc
export NUM_CORES = 4
export LEC_CHECK = 1
export CORE_UTILIZATION = 50
### /design/flow/constraint.sdc
current_design regfile_trans

set clk_period 18.7
set clk_io_pct 0.2

create_clock -name clk0 -period $clk_period [get_ports {clk}]

set non_clock_inputs [all_inputs -no_clocks]
set_input_delay [expr $clk_period * $clk_io_pct] -clock clk0 $non_clock_inputs
set_output_delay [expr $clk_period * $clk_io_pct] -clock clk0 [all_outputs]
### /design/flow/design.v
interface rvfi_itf(input clk, input rst);
    logic halt;
    logic commit;
    logic [63:0] order;
    logic [31:0] inst;
    logic trap;
    logic [4:0] rs1_addr;
    logic [4:0] rs2_addr;
    logic [31:0] rs1_rdata;
    logic [31:0] rs2_rdata;
    logic load_regfile;
    logic [4:0] rd_addr;
    logic [31:0] rd_wdata;
    logic [31:0] pc_rdata;
    logic [31:0] pc_wdata;
    logic [31:0] mem_addr;
    logic [3:0] mem_rmask;
    logic [3:0] mem_wmask;
    logic [31:0] mem_rdata;
    logic [31:0] mem_wdata;
    logic [15:0] errcode;
endinterface
package pcmux_mp4;
typedef enum bit [1:0] {
    pc_plus4     = 2'b00
    ,branch_jal  = 2'b01
    ,jalr        = 2'b10
} pcmux_mp4_sel_t;
endpackage
package WB_mux;
typedef enum bit [2:0] {
    lw        = 3'b000
    ,lb       = 3'b001
    ,lbu      = 3'b010
    ,lh       = 3'b011
    ,lhu      = 3'b100
    ,pc_plus4 = 3'b101
    ,alu_out  = 3'b110
} WB_mux_out_sel_t;
endpackage
package EX_alumux;
typedef enum bit [1:0] {
    rs1_out = 2'b00
    ,pc_out = 2'b01
    ,zero   = 2'b10
} EX_alumux1_sel_t;
typedef enum bit {
    immediate = 1'b0
    ,rs2_out  = 1'b1
} EX_alumux2_sel_t;
typedef enum bit {
    alu_out = 1'b0
    ,cmp_out = 1'b1
} EX_alu_out_mux_sel_t;
typedef enum bit [1:0] {
    rs1 = 2'b00
    ,mem_rd_fwdA_br = 2'b01
    ,wb_rd_fwdA_br = 2'b10
} EX_forwardA_br_sel_t;
typedef enum bit [1:0] {
    rs2 = 2'b00
    ,mem_rd_fwdB_br = 2'b01
    ,wb_rd_fwdB_br = 2'b10
} EX_forwardB_br_sel_t;
typedef enum bit [1:0] {
    alu_mux_1 = 2'b00
    ,mem_rd_fwdA = 2'b01
    ,wb_rd_fwdA = 2'b10
} EX_forwardA_sel_t;
typedef enum bit [1:0] {
    alu_mux_2 = 2'b00
    ,mem_rd_fwdB = 2'b01
    ,wb_rd_fwdB = 2'b10
} EX_forwardB_sel_t;
endpackage
package MEM_mux;
typedef enum bit {
    rs2_out = 1'b0
    ,wb_rd_fwd = 1'b1
} MEM_mux_out_sel_t;
typedef enum bit {
    mem_rdata = 1'b0
    ,alu_out = 1'b1
} MEM_forward_on_load_sel_t;
endpackage
package pcmux;
typedef enum bit [1:0] {
    pc_plus4  = 2'b00
    ,alu_out  = 2'b01
    ,alu_mod2 = 2'b10
} pcmux_sel_t;
endpackage
package marmux;
typedef enum bit {
    pc_out = 1'b0
    ,alu_out = 1'b1
} marmux_sel_t;
endpackage
package cmpmux;
typedef enum bit {
    rs2_out = 1'b0
    ,i_imm = 1'b1
} cmpmux_sel_t;
endpackage
package alumux;
typedef enum bit {
    rs1_out = 1'b0
    ,pc_out = 1'b1
} alumux1_sel_t;
typedef enum bit [2:0] {
    i_imm    = 3'b000
    ,u_imm   = 3'b001
    ,b_imm   = 3'b010
    ,s_imm   = 3'b011
    ,j_imm   = 3'b100
    ,rs2_out = 3'b101
} alumux2_sel_t;
endpackage
package regfilemux;
typedef enum bit [3:0] {
    alu_out   = 4'b0000
    ,br_en    = 4'b0001
    ,u_imm    = 4'b0010
    ,lw       = 4'b0011
    ,pc_plus4 = 4'b0100
    ,lb        = 4'b0101
    ,lbu       = 4'b0110   
    ,lh        = 4'b0111
    ,lhu       = 4'b1000   
} regfilemux_sel_t;
endpackage
module regfile_trans
(
    input clk,
    input rst,
    input load,
    input [31:0] in,
    input [4:0] src_a, src_b, dest,
    output logic [31:0] reg_a, reg_b
);
logic [31:0] data [32];
always_ff @(posedge clk)
begin
    if (rst)
    begin
        for (int i=0; i<32; i=i+1) begin
            data[i] <= '0;
        end
    end
    else if (load && dest)
    begin
        data[dest] <= in;
    end
end
always_comb
begin
    if (load && src_a && src_a == dest)
    begin
        reg_a = in;
    end
    else
    begin
        reg_a = src_a ? data[src_a] : 0;
    end
    if (load && src_b && src_b == dest)
    begin
        reg_b = in;
    end
    else
    begin
        reg_b = src_b ? data[src_b] : 0;
    end
end
endmodule : regfile_trans
### /design/flow/run.sh
#!/bin/bash
# OpenROAD 26Q1-2900-gdf79404cd8, Yosys 0.63+post, stock flow scripts
make -C /OpenROAD-flow-scripts/flow DESIGN_CONFIG=/design/flow/config.mk WORK_HOME=/design/flow/orfs finish
==> changes_impl.md <==
### Metrics

* Peak supply drop at 73.9 µV
* Combinational power share at 0.128
* I/O pin count at 114
* Highest clock rate at around 84 MHz
* Post-cts resize count at 0
* First-pass GRT wire length at around 280 mm
* CP max FO at 42
* Pwr dens at between 90 and 100 nW/µm²
* Layout cells sized above 1 at 0.219
* DR pass1 iterations at 8
* Core area at between 100000 and 150000 µm²
* CP arrival at 8.21 ns
* Crit path time final at about 12 ns
* Max Slew Vio Count at 0
* Drt drc at 0
* Tool warnings at 26
* CP Capture Type: output port
* Post-CTS Setup Bufs at 0
* DIE AREA at between 100000 and 150000 µm²
* Setup TNS at 0 ns
* Clock buffer depth at 3
* Drt first-iter violations at ~2.1k
* DR vias/cell at roughly 6.6
* IO buf count at roughly 110
* Pin count of the biggest net entering global routing at roughly 84
* Fin worst setup slack at 6.75 ns
* Number of flops mapped to enable cells by yosys at around 1k
* Gr usage total at 0.393
* Unique cell types at ~44
* Final WL at a little under 200 mm
* Critical path startpoint category: input pin
* Pre-CTS setup slack at between 6 and 7 ns
* Vias in the first global route at 39.0k
* Reg clk slew, reported paths at around 0.05 ns
* Cell taking the most area after synthesis: edfxtp_1
* Avg Inst Size Synth at between 10 and 15 µm²
* Flops out of synthesis at 1024
* Hold crit path type: input pin to flop
* Die Span Y at about 330 µm
* Init Core Util at 0.506
* Switching power share of the total at 0.249
* Clock Power Share at 0.384
* Total of max-cap violations at 0
* RSZ-0062 raised after global routing: no
* Top reg by flops: data
* Routed vias at ~35k
* Area growth syn-to-layout at 11.3%
* Post-synthesis cell count at around 3.8k
* Top area cell types: edfxtp_1 56%, mux4_2 18%, and2_1 11%, mux2i_1 3.3%, clkbuf_1 1.8%
* Pint at 4180 µW
* Synth async-reset ratio at 0
* Sequential share of power at 0.488
* Clock Sinks at between 1k and 1.5k
* Dominant synthesized flop cell: edfxtp_1
* Status: finished, final reports clean
* Cts hold-fix bufs at 0
* Worst-Margin Slew at ~1.1 ns
* Synthesized area at 55300 µm²
* Final GP Congestion at around 0.9
* Cycle use final at 0.639
* CTS tree: built
* Slew HR at 0.258
* Final setup vio count at 0
* Max-area cell share at 0.556
* Crit path DRT at between 10 and 15 ns
* YS warnings at 1
* CTS Buf Count at between 100 and 150
* Clock Root Buffer: clkbuf_16
* Switching power at about 1400 µW
* H-tree levels at 3
* GRT overflow at 0
* Leak at approximately 0.021 µW
* Initial antenna violation count at 5
* Biggest regs: data x1024
* WL per Instance at roughly 36 µm
* Setup Crit Path Kind: input pin to output port
* Sequential cell area fraction in the yosys report at 0.556
* Die width at 334 µm
* Hpwl dp at between 100 and 150 mm
* Row count at about 120
* Max FFs per register at slightly above 1k
* Area figure in the yosys stat output at roughly 55000 µm²
* Yosys Instances at roughly 3.8k
* Hold Fails Final Rpt at 0
* Antenna viol nets, final at 0
cells in the mapped netlist (all sizes together) (21+ instances only):
library cell / instances
edfxtp: 1024
and2: 996
mux4: 435
clkbuf: 272
mux2i: 181
buf: 138
a22oi: 114
nor2: 102
nand2: 96
a211oi: 62
o22ai: 62
a21oi: 38
a32o: 32
o221ai: 32
or2: 32
o21ai: 24
nor2b: 21
metrics by stage:
step	hold slack (ns)	util	total power [µW]	instance area, µm²	cells
3_3_place_gp	4.25	0.531	3450	58000	5165
5_1_grt	3.53	0.563	5720	61500	5370
3_5_place_dp	4.26	0.531	3460	58000	5165
4_1_cts	3.52	0.563	5580	61500	5370
2_1_floorplan	3.94	-	3150	55400	3823
6_report	3.55	0.563	5570	61500	5374
path summary, 6_finish.rpt:
path                 start         end  slack [ns]  cells after the start
setup / recovery  src_b[0]    reg_b[2]        6.75                      9
hold / removal         rst  data[0][0]        3.55                      1
per-layer routing:
layer,track usage,wire (µm)
met5,0.0508,446
met4,0.152,10300
met3,0.330,39700
met2,0.525,84700
met1,0.471,59700
cell usage in the layout (no fill, tap or decap), types with 32 or more instances in the layout:
cell and instances:
edfxtp_1 1024, and2_1 995, mux4_2 435, mux2i_1 181, buf_4 163, clkbuf_16 117
a22oi_1 114, clkdlybuf4s50_1 103, nand2_1 96, nor2_1 68, o22ai_1 62, a211oi_1 62
a21oi_1 38, nor2_4 33, o221ai_1 32, a32o_1 32, conb_1 32
logic make-up (layout without fill, tap and decap cells):
group / after synthesis / count (layout) / share of synthesized area
AOI/OAI and AO/OA: 425 / 425 / 0.0565
DFF: 1024 / 1024 / 0.556
buffers and inverters: 410 / 481 / 0.0348
and+or+nand+nor: 1287 / 1287 / 0.137
other: 1 / 36 / 0.0000679
xor gates and xnor gates: 10 / 10 / 0.00158
muxes: 635 / 635 / 0.214
area by class of cell:
class                      instances  area, µm²
multi-input combinational       2389      23000
antenna                            4       10.0
clock inverter                    64        477
fill                            8149      47700
timing repair buffer             276       2400
tap                             1476       1850
sequential                      1024      30700
clock buffer                     141       3020
power groups by stage:
| stage | clock, µW | combinational [µW] | sequential, µW |
|---|---|---|---|
| 6_report | 2140 | 712 | 2720 |
| 4_1_cts | 2160 | 701 | 2720 |
| 5_1_grt | 2240 | 743 | 2740 |
worst max-delay path, stage by stage:
cell	delay, ns
buf_8	0.39
buf_4	0.60
buf_4	0.49
and2_1	0.63
buf_4	0.54
a22oi_1	0.16
a31oi_1	0.68
o41ai_1	0.32
clkdlybuf4s50_1	0.58
Power and IR drop assume default switching activity.
