--- run.sh ---
#!/bin/bash
# OpenROAD 26Q1-2900-gdf79404cd8, Yosys 0.63+post, stock flow scripts
make -C /OpenROAD-flow-scripts/flow DESIGN_CONFIG=/design/flow/config.mk WORK_HOME=/design/flow/orfs finish
--- design.v ---
interface rvfi_itf(input clk, input rst);
    logic halt;
    logic commit;
    logic [63:0] order;
    logic [31:0] inst;
    logic trap;
    logic [4:0] rs1_addr;
    logic [4:0] rs2_addr;
    logic [31:0] rs1_rdata;
    logic [31:0] rs2_rdata;
    logic load_regfile;
    logic [4:0] rd_addr;
    logic [31:0] rd_wdata;
    logic [31:0] pc_rdata;
    logic [31:0] pc_wdata;
    logic [31:0] mem_addr;
    logic [3:0] mem_rmask;
    logic [3:0] mem_wmask;
    logic [31:0] mem_rdata;
    logic [31:0] mem_wdata;
    logic [15:0] errcode;
endinterface
package pcmux_mp4;
typedef enum bit [1:0] {
    pc_plus4     = 2'b00
    ,branch_jal  = 2'b01
    ,jalr        = 2'b10
} pcmux_mp4_sel_t;
endpackage
package WB_mux;
typedef enum bit [2:0] {
    lw        = 3'b000
    ,lb       = 3'b001
    ,lbu      = 3'b010
    ,lh       = 3'b011
    ,lhu      = 3'b100
    ,pc_plus4 = 3'b101
    ,alu_out  = 3'b110
} WB_mux_out_sel_t;
endpackage
package EX_alumux;
typedef enum bit [1:0] {
    rs1_out = 2'b00
    ,pc_out = 2'b01
    ,zero   = 2'b10
} EX_alumux1_sel_t;
typedef enum bit {
    immediate = 1'b0
    ,rs2_out  = 1'b1
} EX_alumux2_sel_t;
typedef enum bit {
    alu_out = 1'b0
    ,cmp_out = 1'b1
} EX_alu_out_mux_sel_t;
typedef enum bit [1:0] {
    rs1 = 2'b00
    ,mem_rd_fwdA_br = 2'b01
    ,wb_rd_fwdA_br = 2'b10
} EX_forwardA_br_sel_t;
typedef enum bit [1:0] {
    rs2 = 2'b00
    ,mem_rd_fwdB_br = 2'b01
    ,wb_rd_fwdB_br = 2'b10
} EX_forwardB_br_sel_t;
typedef enum bit [1:0] {
    alu_mux_1 = 2'b00
    ,mem_rd_fwdA = 2'b01
    ,wb_rd_fwdA = 2'b10
} EX_forwardA_sel_t;
typedef enum bit [1:0] {
    alu_mux_2 = 2'b00
    ,mem_rd_fwdB = 2'b01
    ,wb_rd_fwdB = 2'b10
} EX_forwardB_sel_t;
endpackage
package MEM_mux;
typedef enum bit {
    rs2_out = 1'b0
    ,wb_rd_fwd = 1'b1
} MEM_mux_out_sel_t;
typedef enum bit {
    mem_rdata = 1'b0
    ,alu_out = 1'b1
} MEM_forward_on_load_sel_t;
endpackage
package pcmux;
typedef enum bit [1:0] {
    pc_plus4  = 2'b00
    ,alu_out  = 2'b01
    ,alu_mod2 = 2'b10
} pcmux_sel_t;
endpackage
package marmux;
typedef enum bit {
    pc_out = 1'b0
    ,alu_out = 1'b1
} marmux_sel_t;
endpackage
package cmpmux;
typedef enum bit {
    rs2_out = 1'b0
    ,i_imm = 1'b1
} cmpmux_sel_t;
endpackage
package alumux;
typedef enum bit {
    rs1_out = 1'b0
    ,pc_out = 1'b1
} alumux1_sel_t;
typedef enum bit [2:0] {
    i_imm    = 3'b000
    ,u_imm   = 3'b001
    ,b_imm   = 3'b010
    ,s_imm   = 3'b011
    ,j_imm   = 3'b100
    ,rs2_out = 3'b101
} alumux2_sel_t;
endpackage
package regfilemux;
typedef enum bit [3:0] {
    alu_out   = 4'b0000
    ,br_en    = 4'b0001
    ,u_imm    = 4'b0010
    ,lw       = 4'b0011
    ,pc_plus4 = 4'b0100
    ,lb        = 4'b0101
    ,lbu       = 4'b0110   
    ,lh        = 4'b0111
    ,lhu       = 4'b1000   
} regfilemux_sel_t;
endpackage
module regfile
(
    input clk,
    input rst,
    input load,
    input [31:0] in,
    input [4:0] src_a, src_b, dest,
    output logic [31:0] reg_a, reg_b
);
logic [31:0] data [32];
always_ff @(posedge clk)
begin
    if (rst)
    begin
        for (int i=0; i<32; i=i+1) begin
            data[i] <= '0;
        end
    end
    else if (load && dest)
    begin
        data[dest] <= in;
    end
end
always_comb
begin
    reg_a = src_a ? data[src_a] : 0;
    reg_b = src_b ? data[src_b] : 0;
end
endmodule : regfile
--- constraint.sdc ---
current_design regfile

set clk_period 15.8
set clk_io_pct 0.2

create_clock -name clk0 -period $clk_period [get_ports {clk}]

set non_clock_inputs [all_inputs -no_clocks]
set_input_delay [expr $clk_period * $clk_io_pct] -clock clk0 $non_clock_inputs
set_output_delay [expr $clk_period * $clk_io_pct] -clock clk0 [all_outputs]
--- config.mk ---
export PLATFORM = sky130hd
export DESIGN_NAME = regfile
export DESIGN_NICKNAME = regfile
export VERILOG_FILES = /design/flow/design.v
export SDC_FILE = /design/flow/constraint.sdc
export NUM_CORES = 4
export LEC_CHECK = 1
export CORE_UTILIZATION = 30
==> qor.csv <==
stage,metric,value,unit
sta,# setup viols final,0,
power_and_ir_drop,Sw Ratio,24.7,%
grt,vias in the first global route,35410,
cells_and_area,most frequent logic cell in the layout,edfxtp_1,
critical_path,Worst Path Max Fanout,76,
cts,Bufs on Longest Clock Path,3,
yosys,synthesized area,0.0542,sq mm
detailed_routing,First-pass DRT Iterations,6,
yosys,yosys cell count,3502,
cts,Root Driver,clkbuf_16,
sta,"Hold Violations, Final",0,
cts,H-tree Lvls,3,
power_and_ir_drop,proportion of power drawn by combinational gates,12.6,%
yosys,Yosys reg bits,1024,
place,GPL Wtd Cong,0.902,
detailed_routing,initial drt markers,2176,
floorplanning,Chip Area,0.182,sq mm
cts,CTS tree,done,
power_and_ir_drop,clock share of power,38.0,%
yosys,"Async S/R FF share, synth",0,%
grt,largest net degree at the start of global routing,77,
place,buffers added on ports,113,
critical_path,Worst setup EP type,primary output,
power_and_ir_drop,internal power,0.00489,W
sta,Max Slew Vio Count,0,
critical_path,Worst Path Required,12.64,ns
sta,fin crit period,10.32,ns
detailed_routing,Via Count,32789,
cells_and_area,Top Registers,data: 1024 flops,
yosys,synth top area cells,"edfxtp_1 (57%), mux4_2 (20%), and2_1 (11%), mux2i_1 (2.8%), clkbuf_1 (1.9%)",
yosys,Syn. warnings,1,
cts,TritonCTS buffer count,109,
sta,worst-margin pin slew,0.956,ns
grt,initial antenna violation count,13,
cells_and_area,top logic cells by instance count in the layout,"edfxtp_1 (1024), and2_1 (994), mux4_2 (472), buf_4 (183), mux2i_1 (150)",
cts,Sink Count,1024,
yosys,synthesized area per cell,15.5,sq um
detailed_routing,vias per cell,5.47,
sta,RSZ-0062 raised after global routing,no,
cells_and_area,Largest register FFs,1024,
yosys,number of enable flip-flop cells,1024,
critical_path,crit-path leading delay family,buffers and inverters,
yosys,yosys stat area,0.0542,sq mm
sta,fin crit share,65.3,%
power_and_ir_drop,Psw,0.00160,W
floorplanning,Pre-Place Util,30.3,%
yosys,"Seq share, synth",56.7,%
run_status,run status,completed,
hold_path,Worst Hold Class,input port to flip-flop,
floorplanning,Chip Height,427,um
detailed_routing,post-route antenna net violation count,0,
grt,GR Util All Layers,22.3,%
floorplanning,io pins,114,
detailed_routing,DRC errors left,0,
sta,total negative setup slack,0,ns
cts,clock-pin slew on the worst setup and hold paths,0.06,ns
cells_and_area,Largest Register,data,
critical_path,critical path class,input port to primary output,
yosys,Post-synth top flop,edfxtp_1,
power_and_ir_drop,peak supply drop,0.0871,mV
yosys,Synth top area share,56.7,%
cts,Post-CTS Setup Inserts,0,
critical_path,Buf/Inv on CP,4,
floorplanning,Die W,427,um
floorplanning,num rows,155,
power_and_ir_drop,Lkg Pwr,20.7,nW
run,Tool Warnings,26,
grt,GR Overflow Total,0,
cells_and_area,fraction of layout cells with a size suffix above 1,25.1,%
sta,Worst slew margin,36.1,%
critical_path,Startpoint Class,input port,
yosys,Synth area leader,edfxtp_1,
yosys,"Distinct cells, synth",42,
power_and_ir_drop,PnR Total Power,0.00649,W
cts,# hold bufs at CTS,0,
power_and_ir_drop,sequential share of power,49.5,%
cts,CTS resizes,0,
critical_path,CP max-delay cell,a2111oi_1,
power_and_ir_drop,pwr dens,105,mW/mm^2
detailed_routing,final wirelength,190000,um
critical_path,crit path cell chain,"buf_8, buf_4, buf_12, mux4_2, a2111oi_1, nor3_1, clkdlybuf4s50_1",
critical_path,WP data arrival,7.16,ns
run,MaxCap Viol Count,0,
sta,fmax,96.9,MHz
cells_and_area,Area growth syn-to-layout,13.7,%
floorplanning,core area,0.179,sq mm
detailed_routing,WL/cell,31.7,um
place,post-detail-place hpwl,110000,um
grt,global-route wire length before repair,265000,um
critical_path,Critical Path Max Stage Delay,0.89,ns
yosys,Mapped Cells,3502,
==> through the flow <==
step	std cells	setup WS, ns	hold slack, ns	util, %	area [sq um]
2_1_floorplan	3533	7.88	3.36	-	54300
3_3_place_gp	5798	5.30	3.69	32.6	58300
3_5_place_dp	5798	5.33	3.68	32.6	58300
4_1_cts	5992	5.32	2.90	34.4	61700
5_1_grt	5996	5.30	2.93	34.5	61700
6_report	5998	5.48	2.94	34.5	61700
==> path summary, 6_finish.rpt <==
path,to,startpoint,cells past startpoint
worst max-delay path,reg_b[12],src_b[0],7
worst min-delay path,data[0][9],rst,1
==> logic make-up (layout without fill, tap and decap cells) <==
group,after synthesis,in the layout,share of synthesized area [%]
simple gates,1177,1177,13.3
flops,1024,1024,56.7
mux,652,652,23.0
buf+inv,389,493,3.32
compound gates,259,259,3.65
other cells,1,38,0.00691
==> synthesized netlist by cell type, types with 30 or more instances <==
master,n
mux2i_1,150
nor3_1,54
clkbuf_1,272
mux2_2,30
and2_1,995
or2_2,33
buf_2,42
a22o_1,51
a2111oi_1,41
buf_4,32
o22ai_1,103
nor2_1,36
edfxtp_1,1024
mux4_2,472
==> power groups by stage <==
stage,sequential (W),clock (W),combinational [W]
final,0.00321,0.00246,0.000815
after CTS,0.00321,0.00250,0.000819
after global routing,0.00323,0.00259,0.000855
==> routing by layer <==
layer / part of all wire [%] / vias to the layer above / wire length (um) / GRT usage [%]
met5: 0.18 / - / 335 / 1.85
met4: 5.4 / 17 / 10300 / 9.27
met3: 18 / 444 / 33600 / 17.6
met2: 46 / 2568 / 86700 / 32.7
met1: 31 / 16088 / 59500 / 23.7
li1: - / 13672 / - / -
==> area by class of cell <==
type | instances | area (sq um)
tap | 2355 | 2950
inverter | 2 | 7.51
multi-input combinational | 2120 | 22100
clock inverter | 53 | 447
timing repair buffer | 297 | 2540
antenna | 6 | 15.0
sequential | 1024 | 30700
fill | 16689 | 117000
clock buffer | 141 | 2890
Power figures rest on the tool's default switching activity, not on a simulated workload.
