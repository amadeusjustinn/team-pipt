==> flow/design.v <==
interface rvfi_itf(input clk, input rst);
    logic halt;
    logic commit;
    logic [63:0] order;
    logic [31:0] inst;
    logic trap;
    logic [4:0] rs1_addr;
    logic [4:0] rs2_addr;
    logic [31:0] rs1_rdata;
    logic [31:0] rs2_rdata;
    logic load_regfile;
    logic [4:0] rd_addr;
    logic [31:0] rd_wdata;
    logic [31:0] pc_rdata;
    logic [31:0] pc_wdata;
    logic [31:0] mem_addr;
    logic [3:0] mem_rmask;
    logic [3:0] mem_wmask;
    logic [31:0] mem_rdata;
    logic [31:0] mem_wdata;
    logic [15:0] errcode;
endinterface
package pcmux_mp4;
typedef enum bit [1:0] {
    pc_plus4     = 2'b00
    ,branch_jal  = 2'b01
    ,jalr        = 2'b10
} pcmux_mp4_sel_t;
endpackage
package WB_mux;
typedef enum bit [2:0] {
    lw        = 3'b000
    ,lb       = 3'b001
    ,lbu      = 3'b010
    ,lh       = 3'b011
    ,lhu      = 3'b100
    ,pc_plus4 = 3'b101
    ,alu_out  = 3'b110
} WB_mux_out_sel_t;
endpackage
package EX_alumux;
typedef enum bit [1:0] {
    rs1_out = 2'b00
    ,pc_out = 2'b01
    ,zero   = 2'b10
} EX_alumux1_sel_t;
typedef enum bit {
    immediate = 1'b0
    ,rs2_out  = 1'b1
} EX_alumux2_sel_t;
typedef enum bit {
    alu_out = 1'b0
    ,cmp_out = 1'b1
} EX_alu_out_mux_sel_t;
typedef enum bit [1:0] {
    rs1 = 2'b00
    ,mem_rd_fwdA_br = 2'b01
    ,wb_rd_fwdA_br = 2'b10
} EX_forwardA_br_sel_t;
typedef enum bit [1:0] {
    rs2 = 2'b00
    ,mem_rd_fwdB_br = 2'b01
    ,wb_rd_fwdB_br = 2'b10
} EX_forwardB_br_sel_t;
typedef enum bit [1:0] {
    alu_mux_1 = 2'b00
    ,mem_rd_fwdA = 2'b01
    ,wb_rd_fwdA = 2'b10
} EX_forwardA_sel_t;
typedef enum bit [1:0] {
    alu_mux_2 = 2'b00
    ,mem_rd_fwdB = 2'b01
    ,wb_rd_fwdB = 2'b10
} EX_forwardB_sel_t;
endpackage
package MEM_mux;
typedef enum bit {
    rs2_out = 1'b0
    ,wb_rd_fwd = 1'b1
} MEM_mux_out_sel_t;
typedef enum bit {
    mem_rdata = 1'b0
    ,alu_out = 1'b1
} MEM_forward_on_load_sel_t;
endpackage
package pcmux;
typedef enum bit [1:0] {
    pc_plus4  = 2'b00
    ,alu_out  = 2'b01
    ,alu_mod2 = 2'b10
} pcmux_sel_t;
endpackage
package marmux;
typedef enum bit {
    pc_out = 1'b0
    ,alu_out = 1'b1
} marmux_sel_t;
endpackage
package cmpmux;
typedef enum bit {
    rs2_out = 1'b0
    ,i_imm = 1'b1
} cmpmux_sel_t;
endpackage
package alumux;
typedef enum bit {
    rs1_out = 1'b0
    ,pc_out = 1'b1
} alumux1_sel_t;
typedef enum bit [2:0] {
    i_imm    = 3'b000
    ,u_imm   = 3'b001
    ,b_imm   = 3'b010
    ,s_imm   = 3'b011
    ,j_imm   = 3'b100
    ,rs2_out = 3'b101
} alumux2_sel_t;
endpackage
package regfilemux;
typedef enum bit [3:0] {
    alu_out   = 4'b0000
    ,br_en    = 4'b0001
    ,u_imm    = 4'b0010
    ,lw       = 4'b0011
    ,pc_plus4 = 4'b0100
    ,lb        = 4'b0101
    ,lbu       = 4'b0110   
    ,lh        = 4'b0111
    ,lhu       = 4'b1000   
} regfilemux_sel_t;
endpackage
module bus_adapter
(
    output [255:0] mem_wdata256,
    input [255:0] mem_rdata256,
    input [31:0] mem_wdata,
    output [31:0] mem_rdata,
    input [3:0] mem_byte_enable,
    output logic [31:0] mem_byte_enable256,
    input [31:0] address
);
assign mem_wdata256 = {8{mem_wdata}};
assign mem_rdata = mem_rdata256[(32*address[4:2]) +: 32];
assign mem_byte_enable256 = {28'h0, mem_byte_enable} << (address[4:2]*4);
endmodule : bus_adapter 
==> flow/run.sh <==
#!/bin/bash
# OpenROAD 26Q1-2900-gdf79404cd8, Yosys 0.63+post, stock flow scripts
make -C /OpenROAD-flow-scripts/flow DESIGN_CONFIG=/design/flow/config.mk WORK_HOME=/design/flow/orfs finish
==> flow/config.mk <==
export PLATFORM = sky130hd
export DESIGN_NAME = bus_adapter
export DESIGN_NICKNAME = bus_adapter
export VERILOG_FILES = /design/flow/design.v
export SDC_FILE = /design/flow/constraint.sdc
export NUM_CORES = 4
export LEC_CHECK = 1
export CORE_AREA = 10 10 252 252
export DIE_AREA = 0 0 262 262
==> flow/constraint.sdc <==
current_design bus_adapter

set clk_period 2.5
set clk_io_pct 0.2

create_clock -name clk0 -period $clk_period

set non_clock_inputs [all_inputs -no_clocks]
set_input_delay [expr $clk_period * $clk_io_pct] -clock clk0 $non_clock_inputs
set_output_delay [expr $clk_period * $clk_io_pct] -clock clk0 [all_outputs]
==> flow_metrics.env <==
# yosys + openroad results
export IMPL_outcome="finished, final reports clean"
export IMPL_clkbuf_count=0
export IMPL_syn_area_mm2=0.00423
export IMPL_grt_max_degree=29
export IMPL_timing_hold_ws_ps=1000
export IMPL_via_count=3216
export IMPL_avgSynthCellArea_um2=10.1
export IMPL_relSlewSlack_pct=76.6
export IMPL_grt_pass1_wl_um=26600
export IMPL_hold_buffers=0
export IMPL_top_cells_by_count="buf_4 (259), mux4_1 (44), mux2_2 (32), nor2_1 (32), mux4_2 (20)"
export IMPL_drt_antenna_violating_nets=0
export IMPL_crit_start="address[2]"
export IMPL_worst_pin_slew_ps=352
export IMPL_endpoint="mem_rdata[8]"
export IMPL_row_count=88
export IMPL_fmax_mhz=407
export IMPL_fp_utilization_pct=7.32
export IMPL_final_layout_size_suffix_gt1_share_pct=25.6
export IMPL_place_inst=1252
export IMPL_ys_cells=419
export IMPL_end_kind="primary output"
export IMPL_grt_use_total_pct=5.41
export IMPL_p_leak_uw=0.00236
export IMPL_peakVddDrop_uv=60.7
export IMPL_gr_total_overflow=0
export IMPL_vias_per_cell=2.53
export IMPL_stdcell_count=1273
export IMPL_yosys_warnings=0
export IMPL_powerDensity_mw_per_mm2=148
export IMPL_syn_to_final_growth_pct=61.5
export IMPL_synthDistinctLibCells=12
export IMPL_maxCapViolCount=0
export IMPL_synth_cells=419
export IMPL_finalHoldViolCount=0
export IMPL_pwr_share_seq_pct=0
export IMPL_place_congestion=0.850
export IMPL_wirelength_um=19900
export IMPL_die_x_um=262
export IMPL_min_period_over_period_pct=98.2
export IMPL_ys_sh_aoi_pct=0
export IMPL_portBuffers=327
export IMPL_intPower_uw=751
export IMPL_setup_viol=0
export IMPL_setup_tns_ps=0
export IMPL_seq_cell_count=0
export IMPL_dp_hpwl_um=17500
export IMPL_switching_share_pct=25.8
export IMPL_simple_gate_share_pct=4.32
export IMPL_min_delay_path_class="in -> out"
export IMPL_routedWlPerCell_um=15.6
export IMPL_muxShareOfSynthArea_pct=46.5
export IMPL_synthTopCellsByArea="buf_4 (46%), mux4_1 (27%), mux4_2 (11%)"
export IMPL_critPathMaxFanout=5
export IMPL_synth_chip_area_mm2=0.00423
export IMPL_topCombFamilyByArea="buffers and inverters"
export IMPL_seqCellArea_um2=0
export IMPL_ioPinCount=644
export IMPL_dieArea_mm2=0.0686
export IMPL_warning_count=63
export IMPL_core_area_mm2=0.0578
export IMPL_ys_sh_xor_pct=0
export IMPL_die_h_um=262
export IMPL_first_pass_iters=4
export IMPL_rsz0062_at_grt="yes"
export IMPL_startpoint_type="primary input"
export IMPL_arrival_ps=1960
export IMPL_grt_pass1_vias=3775
export IMPL_antenna_found_initial=8
export IMPL_synth_most_common_cell="buf_4"
export IMPL_top_area_share_pct=46.0
export IMPL_comb_power_share_pct=100.0
export IMPL_ys_seq_share_pct=0
export IMPL_p_switching_uw=262
export IMPL_path_class="in -> out"
export IMPL_min_period_ps=2460
export IMPL_drc=0
export IMPL_drv_slew=0
export IMPL_cp_required_ps=2000
export IMPL_final_core_util_pct=11.8
export IMPL_p_clk_share_pct=0
export IMPL_drt_iter0_markers=75
export IMPL_ys_sh_adder_pct=0
export IMPL_synth_top_cell_by_area="buf_4"
-- power groups by stage --
stage	sequential (µW)	combinational, µW	clock [µW]
global route	0	1080	0.0000535
finish	0	1010	0.000215
CTS	0	1020	0
-- logic make-up (layout without fill, tap and decap cells) --
family | Yosys count | count (layout)
simple gates | 44 | 44
other cells | 0 | 4
buf+inv | 279 | 364
mux | 96 | 96
-- how the worst min path moves through the flow --
stage	startpoint	slack [ps]	to	depth (start not counted)
CTS	mem_wdata[23]	1000	mem_wdata256[119]	0
global route	mem_wdata[30]	1000	mem_wdata256[30]	0
finish	mem_wdata[19]	1000	mem_wdata256[115]	0
-- timing repair --
action,4_1_cts,5_1_grt
setup buffers,11,5
endpoints found under the setup margin,32,22
pin swaps,0,0
cloned,3,1
gates resized,115,18
-- area by class of cell --
class              count  area, µm²
diodes                 4       10.0
fillers             6514      51000
well taps            765        957
multi-input cells    140       2100
repair buffers       364       3760
-- critical path, stage by stage --
cell and delay [ps]:
buf_16 110, buf_12 140, buf_8 110, buf_12 90, mux4_2 480, mux2_4 270
dlygate4sd2_1 240
-- per-layer routing --
layer / part of all wire (%) / routed length [µm] / vias up / GRT usage, %
li1: - / - / 1397 / -
met1: 32 / 6300 / 1438 / 5.16
met2: 49 / 9720 / 314 / 9.76
met3: 16 / 3130 / 65 / 2.80
met4: 3.7 / 730 / 2 / 1.87
met5: 0.065 / 13 / - / 0
-- through the flow --
stage	power [µW]	setup WS, ps	instance area, µm²
floorplan	544	438	4230
global placement	964	-263	6580
detailed placement	968	-252	6580
CTS	1020	-109	6750
global route	1080	-7.84	6820
finish	1010	44.2	6830
-- placed cells by master, fill, tap and decap left out --
cell and count:
or2_4 1, buf_12 12, buf_4 15, nand2b_1 5, nand2_1 5, diode_2 4, nand2b_2 1, mux4_1 13
mux4_2 51, clkbuf_16 1, buf_6 4, nor2_1 31, mux2_2 15, nor2_2 1, clkdlybuf4s50_1 273, mux2_4 17
buf_2 3, dlymetal6s2s_1 2, clkdlybuf4s15_1 5, dlygate4sd2_1 41, buf_8 4, buf_16 3, clkdlybuf4s15_2 1
Power is estimated from default activity; no workload was simulated.
